## flow/run.sh

```bash
#!/bin/bash
# OpenROAD 26Q1-2900-gdf79404cd8, Yosys 0.63+post, stock flow scripts
make -C /OpenROAD-flow-scripts/flow DESIGN_CONFIG=/design/flow/config.mk WORK_HOME=/design/flow/orfs finish
```

## flow/config.mk

```make
export PLATFORM = sky130hd
export DESIGN_NAME = mux
export DESIGN_NICKNAME = mux
export VERILOG_FILES = /design/flow/design.v
export SDC_FILE = /design/flow/constraint.sdc
export NUM_CORES = 4
export LEC_CHECK = 1
export CORE_AREA = 10 10 71 71
export DIE_AREA = 0 0 81 81
```

## flow/constraint.sdc

```tcl
current_design mux

set clk_period 1.0
set clk_io_pct 0.2

create_clock -name clk0 -period $clk_period

set non_clock_inputs [all_inputs -no_clocks]
set_input_delay [expr $clk_period * $clk_io_pct] -clock clk0 $non_clock_inputs
set_output_delay [expr $clk_period * $clk_io_pct] -clock clk0 [all_outputs]
```

## flow/design.v

```verilog
`timescale 1ns / 1ps
module mux (
    input [31:0] in1,
    input [31:0] in2,
    input  sel,
    output reg [31:0] out
);
    always @ (*) begin
        if (sel == 1'b0) begin
            out = in1;
        end else begin
            out = in2;
        end
    end
endmodule
```

==> out/metrics.cfg <==
[placed_design]
globalplace.congestion=0.832
dp_hpwl_mm=2.50
dp_slack_ns=-0.512
place_inst=179
numPortBuffers=97
place_area_sq_um=1540

[setup_path]
cp-start-kind=primary input
cpPeakStageDelay_ns=0.29
critical_path_arrival_ns=0.98
cp_cell_sequence=buf_12 -> buf_12 -> buf_12 -> mux2_4 -> buf_6
end_kind=output pin
worstPathRequired_ns=0.80
slowest_stage=mux2_4
critPathTopFamily=buffers and inverters
path_depth=5
critPathBufInv=4
cp_max_fo=6
worst-setup-path-type=primary input to output pin
cp_common_cell=buf_12

[pwr]
powerDensity_nw_per_um2=392
power_mw=0.624
peakVddDrop_mv=0.169
p_leak_nw=0.872

[cells_and_area]
flops=0
drive_gt1_share_pct=54.0
clkbuf_count=0
seq_area_sq_um=0
area_growth_pct=192
fill_cells=357
design_area_sq_um=1590
postLayoutCoreUtil_pct=43.8
stdcell_count=187
logic_area_sq_um=477

[outcome]
violations=setup timing
status=finished, violations left

[synthesis]
ys_seq_share_pct=0
synth_cell_types=4
yosysTopAreaCellShare_pct=82.8
area_leaders=mux2_4 (83%), buf_12 (11%), mux2_2 (4.1%), buf_6 (2.1%)
syn_inst=36
yosysTopAreaCell=mux2_4
synthMostInstantiatedCell=mux2_4
syn_area_sq_um=544
avgSynthCellArea_sq_um=15.1
common_cells=mux2_4 (30), buf_12 (3), mux2_2 (2)
yosysWarnings=1
ys_area_sq_um=544
ys_cells=36

[final_timing]
max_freq_ghz=0.848
setup_slack_ns=-0.179
slew_headroom_pct=94.2
rsz0062_at_grt=true
period_used_pct=118
finalHoldViolCount=0
setup_viol=32
period_needed_ns=1.18
worst_pin_slew_ns=0.0870
whs_ns=0.691
setup_tns_ns=-3.30
slew_violations=0

[die]
core_area_sq_um=3630
die_h_um=81
ios=97
row_count=22
die_x_um=81
core_util_floorplan_pct=15.0
chip_area_sq_um=6560

[min_path]
hold_start=in2[29]
hold_path_end=out[29]
hold_path_depth=3
worstHoldPathType=primary input to output pin

[routing]
n_antenna_cell=0
ant_nets=0
wire_per_inst_um=15.4
drc=0
wirelength_mm=2.88
drtIter0Drc=3
num_vias=715
dr.pass1.iters=2
post_drt_via_cell_ratio=3.82

[job]
warnings=34
cap_viol_max_count=0

[global_routing]
grt_pass1_wl_mm=4.14
grt_usage_pct=7.79
antenna_found_initial=0
grt_pass1_vias=764
overflow=0
grt_max_degree=11

==> layout make-up <==
class	count	area share [%]
Timing Repair Buffer	107	66.2
Multi-Input combinational cell	32	30.0
Tap cell	48	3.78
==> cell families after synthesis <==
kind of cell  Yosys count  share of synthesized area, %
buf+inv                 4                          13.1
mux                    32                          86.9
==> how the worst max path moves through the flow <==
stage	startpoint	endpoint
4_1_cts	sel	out[4]
5_1_grt	in2[31]	out[31]
6_report	sel	out[4]
==> worst min-delay path, stage by stage <==
cell            delay [ns]
dlymetal6s2s_1        0.08
mux2_4                0.13
buf_2                 0.08
==> where the power goes <==
group | leakage, nW | internal, mW | total [mW] | switching, mW
registers | 0 | 0 | 0 | 0
logic | 0.872 | 0.487 | 0.624 | 0.137
clock network | 0 | 0 | 0 | 0
total | 0.872 | 0.487 | 0.624 | 0.137
==> repair_timing <==
item / 4_1_cts / 5_1_grt
buffers inserted: 5 / 1
hold buffers: 0 / 0
endpoints found under the setup margin: 32 / 32
gates resized: 171 / 10
gates cloned: 2 / 0
==> cell usage in the layout (no fill, tap or decap), drive strengths merged <==
cell type / synthesis / routed
dlymetal6s2s: 0 / 4
buf: 4 / 43
mux2: 32 / 32
dlygate4sd2: 0 / 51
clkdlybuf4s50: 0 / 9
==> layer usage <==
| metal | up-vias | global-route usage (%) | wire length, um |
|---|---|---|---|
| met5 | - | 0 | 0 |
| met4 | 0 | 0 | 0 |
| met3 | 0 | 2.78 | 350 |
| met2 | 50 | 14.3 | 1450 |
| met1 | 320 | 9.03 | 1080 |
| li1 | 345 | - | - |
Power and IR drop assume default switching activity.
